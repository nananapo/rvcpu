--- constraint.sdc ---
current_design SyncQueue

set clk_period 65.7
set clk_io_pct 0.2

create_clock -name clk0 -period $clk_period [get_ports {clk}]

set non_clock_inputs [all_inputs -no_clocks]
set_input_delay [expr $clk_period * $clk_io_pct] -clock clk0 $non_clock_inputs
set_output_delay [expr $clk_period * $clk_io_pct] -clock clk0 [all_outputs]
--- design.v ---
module SyncQueue #(
    parameter DATA_SIZE = 32,
    parameter WIDTH = 5,
    parameter WREADY_NEXT = 0,
    parameter LOG = 0,
    parameter LOG_NAME = "syncqueue"
)(
    input wire clk,
    input wire kill,
    output wire wready,
    input wire  wvalid,
    input wire [DATA_SIZE-1:0] wdata,
    input wire  rready,
    output wire rvalid,
    output wire [DATA_SIZE-1:0] rdata
); generate
if (WIDTH == 0) begin
    logic [DATA_SIZE-1:0] data = 0;
    logic is_empty = 1;
    assign wready = WREADY_NEXT ? 0 : is_empty;
    assign rvalid = !is_empty;
    assign rdata  = data;
    always @(posedge clk) begin
        if (is_empty & wvalid) begin
            is_empty    <= 0;
            data        <= wdata;
        end
        if (!is_empty & rready) begin
            is_empty    <= 1;
        end
    end
end else begin
    localparam QUEUE_SIZE = 2 ** WIDTH;
    logic [DATA_SIZE-1:0] queue[QUEUE_SIZE-1:0];
    logic [WIDTH-1:0] head = 0;
    logic [WIDTH-1:0] tail = 0;
    wire p_max  = tail + {{WIDTH-1{1'b0}}, 1'b1 } == head;
    wire p_max2 = WIDTH == 1 ? tail + 1 == head : tail + {{WIDTH-2 >= 0 ? WIDTH-2 : 0{1'b0}}, 2'b10} == head;
    wire actual_wready = !p_max;
    assign wready   = WREADY_NEXT ? actual_wready & !p_max2 : actual_wready;
    assign rvalid   = head != tail;
    assign rdata    = queue[head];
    always @(posedge clk) begin
        if (kill)
            head <= tail;
        else begin
            if (actual_wready & wvalid) begin
                tail        <= tail + 1;
                queue[tail] <= wdata;
            end
            if (rready & rvalid)
                head <= head + 1;
        end
    end
    if (LOG) always @(posedge clk) begin
        $display("data,%s.head,d,%b", LOG_NAME, head);
        $display("data,%s.tail,d,%b", LOG_NAME, tail);
        $display("data,%s.wready,d,%b", LOG_NAME, wready);
        $display("data,%s.actual_wready,d,%b", LOG_NAME, actual_wready);
        $display("data,%s.rvalid,d,%b", LOG_NAME, rvalid);
    end
end
endgenerate endmodule
--- run.sh ---
#!/bin/bash
# OpenROAD 26Q1-2900-gdf79404cd8, Yosys 0.63+post, stock flow scripts
make -C /OpenROAD-flow-scripts/flow DESIGN_CONFIG=/design/flow/config.mk WORK_HOME=/design/flow/orfs finish
--- config.mk ---
export PLATFORM = sky130hd
export DESIGN_NAME = SyncQueue
export DESIGN_NICKNAME = SyncQueue
export VERILOG_FILES = /design/flow/design.v
export SDC_FILE = /design/flow/constraint.sdc
export NUM_CORES = 4
export LEC_CHECK = 1
export CORE_UTILIZATION = 30
==> qor.csv <==
metric;value;unit
largest net degree at the start of global routing;92;
GPL Wtd Cong;0.791;
first-pass GRT wire length;145;mm
Seq pwr share;51.4;%
Avg Inst Size Synth;21.1;um^2
Yosys Chip Area;39800;um^2
maximum vdd ir drop;0.0205;mV
max_slew headroom;34.6;%
CP required;52.56;ns
Max stage delay on crit path;0.73;ns
yosys cell count;1885;
post-layout minimum cycle time;18.65;ns
1st-iter DRT viols;1392;
crit end category;output pin;
power per cell area;31.0;nW/um^2
Min-Delay Path Class;reg -> reg;
CTS root buf;clkbuf_16;
fin. max-slew vios;0;
Worst path top cell family by delay;buffers and inverters;
vias per cell;5.02;
Hold Path Origin;genblk1.tail[0];
postcts setup bufs;0;
filler instances;11853;
Synth Warn #;1;
total gr overflow;0;
final setup skew;0.0342;ns
synthesis-stage register bit count;1034;
Remaining DRCs;0;
layout cells sized above 1;19.5;%
clock share of power;38.3;%
WL/cell;25.7;um
leakage;14.3;nW
Internal Power;1.10;mW
Crit Path Max Fanout;85;
Floorplan Utilization;30.2;%
Post-Route WL;99.3;mm
net switching power figure;0.321;mW
Num CTS Buffers;101;
Final period util;28.4;%
Setup TNS Final;0;ns
logic gate share of total power;10.3;%
vias in the first global route;21341;
total track usage;15.9;%
Resized cells post-CTS;0;
# rows;133;
clk latency late pin;0.66;ns
Tightest Pin Transition;0.978;ns
cts-stage hold buffer count;0;
Final Hold Fails;0;
PortBufs;69;
Critical R2R Capture;genblk1.queue[1][4];
MI comb area;8270;um^2
status;completed;
CTS tree;done;
Worst R2R Start;genblk1.head[1];
Core Region;132000;um^2
H-tree Lvls;3;
Cells after Synth;1885;
Worst path slowest cell;buf_4;
Setup Crit Path Kind;reg -> out;
Syn Std Cell Area;39800;um^2
WP buf/inv;6;
RSZ-0062 raised after global routing;false;
Hold Path Stages;1;
WHS;0.772;ns
reg2reg setup slack;61.61;ns
register area;31000;um^2
area delta synth->final;15.5;%
hold endpoint;genblk1.tail[0];
placed wire-length estimate;50.4;mm
flip-flops with a built-in enable;1034;
initial antenna violation count;1;
ys async rst share;0;%
Cell Type Count;37;
number of OpenROAD warnings;29;
Crit path top cell by count;buf_4;
crit-path cells;buf_4, buf_4, buf_4, buf_12, mux4_2, a211oi_1, a22oi_1, buf_4, clkdlybuf4s50_1;
startpoint types;register;
Clk pin slew, worst setup/hold paths;0.06;ns
Worst EP arrival;5.51;ns
Sw Ratio;22.6;%
Setup violations, final;0;
max_cap viols;0;
DR vias;19365;
First-pass DRT Iterations;5;
Die X;366;um
most used flip-flop cell;edfxtp_1;
Bufs on Longest Clock Path;3;
CTS sink count;1034;
Die H;366;um
Die ar.;134000;um^2
R2R cell count;8;
Antenna Violating Nets Remaining;0;
FMAX;53.6;MHz
Synth Seq Share;78.0;%
Boundary Pins;70;
-- placed cells by master (no fill, tap or decap), types with 28 or more instances in the layout --
cell type / Yosys / routed
a211oi_1: 32 / 32
a21oi_1: 32 / 32
a221oi_1: 33 / 33
a22oi_1: 63 / 63
buf_4: 17 / 81
clkbuf_16: 0 / 104
clkdlybuf4s50_1: 0 / 69
clkinv_1: 0 / 28
edfxtp_1: 1034 / 1034
mux2i_1: 194 / 194
mux4_2: 159 / 159
nand2_1: 38 / 38
nor2_4: 0 / 34
o221ai_1: 32 / 32
o22ai_1: 32 / 32
-- cells in the mapped netlist (all sizes together), types with 7 or more instances --
| master | instances | share of area (%) |
|---|---|---|
| o22ai | 32 | 0.50 |
| nor2 | 35 | 0.33 |
| clkbuf | 49 | 0.46 |
| a221oi | 33 | 0.73 |
| buf | 69 | 1.4 |
| o21ai | 37 | 0.47 |
| xnor2 | 7 | 0.15 |
| a22oi | 63 | 1.2 |
| xor2 | 8 | 0.18 |
| a211oi | 32 | 0.60 |
| a21oi | 32 | 0.40 |
| nand2 | 38 | 0.36 |
| o221ai | 32 | 0.70 |
| edfxtp | 1034 | 78 |
| mux2i | 194 | 4.9 |
| mux4 | 159 | 9.0 |
-- worst max path at each step --
stage                from  slack (ns)  depth (start not counted)        end
6_report  genblk1.head[0]       47.05                          9  rdata[21]
5_1_grt   genblk1.head[0]       46.51                         10  rdata[21]
4_1_cts   genblk1.head[0]       46.74                          9  rdata[21]
-- power groups by stage --
stage | combinational [mW] | sequential [mW] | clock (mW)
global route | 0.159 | 0.732 | 0.580
CTS | 0.151 | 0.732 | 0.555
finish | 0.146 | 0.732 | 0.546
-- metal layers --
layer  share of wire [%]  routed length [um]  track usage [%]  vias to the layer above
met5               0.046                  46            0.392                        -
met4                 2.3                2250             3.07                        2
met3                  18               17800             13.3                      156
met2                  49               48200             24.6                     1405
met1                  31               31000             16.7                     9593
li1                    -                   -                -                     8209
-- cell type report --
type,count,area share (%)
timing repair buffer,152,2.91
clock buffer,130,5.87
inverter,4,0.0327
sequential,1034,67.5
clock inverter,50,0.890
antenna,1,0.00544
multi-input combinational,729,18.0
tap,1755,4.78
-- flip-flops by register name, indices dropped and copies added (netlist names) --
signal	cells
genblk1.head	5
genblk1.queue	1024
genblk1.tail	5
-- cell families after synthesis --
family	count (synthesis)	synth area share (%)
flip-flops	1034	78.0
AND/OR/NAND/NOR	92	0.993
XOR/XNOR	15	0.330
adder cells (fa/ha/maj)	5	0.157
AND-OR/OR-AND	263	4.68
buffers and inverters	122	1.94
multiplexers	354	13.9
-- worst register-to-register path, stage by stage (launching register included) --
cell and delay (ns):
edfxtp_1 0.32, buf_4 0.60, buf_12 0.57, xnor2_1 0.21, nand2_1 0.12, o41ai_4 0.38
buf_4 0.73, nor2_4 0.36, buf_4 0.42
-- stage by stage --
stage	area, um^2	power, mW	setup WS (ns)	std cells	utilization (%)
finish	46000	1.42	47.05	3855	34.9
global route	46000	1.47	46.51	3854	34.9
CTS	46000	1.44	46.74	3854	34.9
detailed placement	42900	0.896	47.45	3674	32.6
global placement	42900	0.894	47.52	3674	32.6
floorplan	39800	0.832	49.53	1885	-
Power figures rest on the tool's default switching activity, not on a simulated workload.
