==> flow/config.mk <==
export PLATFORM = sky130hd
export DESIGN_NAME = ALU_MultNbit
export DESIGN_NICKNAME = ALU_MultNbit
export VERILOG_FILES = /design/flow/design.v
export SDC_FILE = /design/flow/constraint.sdc
export NUM_CORES = 4
export LEC_CHECK = 1
export CORE_UTILIZATION = 30
==> flow/constraint.sdc <==
current_design ALU_MultNbit

set clk_period 17.8
set clk_io_pct 0.2

create_clock -name clk0 -period $clk_period [get_ports {clk}]

set non_clock_inputs [all_inputs -no_clocks]
set_input_delay [expr $clk_period * $clk_io_pct] -clock clk0 $non_clock_inputs
set_output_delay [expr $clk_period * $clk_io_pct] -clock clk0 [all_outputs]
==> flow/design.v <==
module ALU_MultNbit #(
    parameter SIZE = 32
) (
    input wire  clk,
    input wire  start,
    output wire ready,
    output wire valid,
    input wire                      is_signed,       
    input wire signed [SIZE-1:0]    multiplicand,    
    input wire signed [SIZE-1:0]    multiplier,      
    output logic signed [SIZE*2-1:0]product          
);
typedef enum logic {
    IDLE, WAIT
} statetype;
statetype state = IDLE;
logic result_is_minus = 0;
wire [SIZE-1:0]     mod_multiplicand = is_signed ? (multiplicand > $signed({SIZE{1'b0}}) ? multiplicand : 0 - multiplicand) : multiplicand;
wire [SIZE-1:0]     mod_multiplier   = is_signed ? (multiplier  > $signed({SIZE{1'b0}}) ? multiplier  : 0 - multiplier)  : multiplier;
wire [SIZE*2-1:0]   mod_product;
assign product = result_is_minus ? $signed($signed({SIZE*2-1{1'b0}}) - $signed(mod_product)) : mod_product;
ALU_MultUnsignedNbit #(
    .SIZE(SIZE)
) divuNbit
(
    .clk(clk),
    .start(start),
    .ready(ready),
    .valid(valid),
    .multiplicand(mod_multiplicand),
    .multiplier(mod_multiplier),
    .product(mod_product)
);
always @(posedge clk) begin
    case (state)
        IDLE: begin
            if (start) begin
                state           <= WAIT;
                result_is_minus <= is_signed & ($signed(multiplier) < $signed({SIZE{1'b0}})) != ($signed(multiplicand) < $signed({SIZE{1'b0}}));
            end
        end
        WAIT:
            if (valid) state <= IDLE;
    endcase
end
endmodule
module ALU_MultUnsignedNbit #(
    parameter SIZE = 32
) (
    input wire  clk,
    input wire  start,
    output wire ready,
    output wire valid,
    input wire [SIZE-1:0]   multiplicand,    
    input wire [SIZE-1:0]   multiplier,      
    output logic [SIZE*2-1:0] product        
);
typedef enum logic [1:0] {
    IDLE, EXECUTE, DONE
} statetype;
statetype state = IDLE;
logic [7:0] count = 0;
logic [SIZE*2-1:0] save_multiplicand;
logic [SIZE-1:0] save_multiplier;
assign ready = state == IDLE;
assign valid = state == DONE;
always @(posedge clk) begin
    case (state)
        IDLE: begin
            if (start) begin
                state               <= EXECUTE;
                save_multiplicand   <= {{SIZE{1'b0}}, multiplicand};
                save_multiplier     <= multiplier;
                product             <= 0;
                count               <= 0;
            end
        end
        EXECUTE: begin
            if (count == SIZE - 1)
                state <= DONE;
            if (save_multiplier[0] == 1)
                product <= product + save_multiplicand;
            save_multiplicand   <= save_multiplicand << 1;
            save_multiplier     <= save_multiplier >> 1;
            count               <= count + 1;
        end
        default: state <= IDLE;
    endcase
end
endmodule
==> flow/run.sh <==
#!/bin/bash
# OpenROAD 26Q1-2900-gdf79404cd8, Yosys 0.63+post, stock flow scripts
make -C /OpenROAD-flow-scripts/flow DESIGN_CONFIG=/design/flow/config.mk WORK_HOME=/design/flow/orfs finish
==> GITHUB_STEP_SUMMARY <==
## PnR job results

| Metric | Value |
|---|---|
| Post-DP HPWL | `27350 um` |
| Final Hold Viols | `0` |
| CTS tree | `yes` |
| Largest net degree at the start of global routing | `82` |
| Final ANT Viol Nets | `0` |
| Most numerous logic cell after layout | `nand2_1` |
| Setup-failing EPs final | `0` |
| Fin. max-slew vios | `0` |
| I/O Pins | `133` |
| Top cells by area | `edfxtp_1, xnor2_1, ha_1` |
| Initial Util | `0.3061` |
| Cells on worst reg2reg path | `11` |
| Final wirelength | `35110 um` |
| Post-synthesis compound-gate area fraction | `0.1887` |
| Cell count after placement | `2116` |
| Post-layout minimum cycle time | `7480 ps` |
| H-tree Lvls | `4` |
| CTS Buf Count | `17` |
| Logic family by area | `simple AND/OR/NAND/NOR gates` |
| Placed inst area | `15080 um^2` |
| Most frequent cells in the layout | `nand2_1, edfxtp_1, clkdlybuf4s50_1` |
| Diodes inserted | `0` |
| Dominant cell area share | `0.3869` |
| Final core area utilization | `0.3604` |
| Post-synth regs | `172` |
| Area Growth Syn to Fin | `17.75%` |
| Final Instance Count excl. Fillers | `2146` |
| Worst Path Max Fanout | `5` |
| Antenna violations before repair | `1` |
| Iteration-0 DRC Markers | `769` |
| Mux share | `0.009050` |
| Yosys stat chip area | `13270 um^2` |
| Vias/cell | `5.166` |
| Status | `finished clean` |
| Sequential fraction of the synthesis area | `0.3884` |
| Hold Buf Count CTS | `0` |
| CTS root buf | `clkbuf_16` |
| Leakage | `5.418 nW` |
| Port buffer count | `132` |
| Worst Hold Depth | `1` |
| Die y size | `212.3 um` |
| GP Congestion | `0.9663` |
| Fin Clk Skew | `12.69 ps` |
| Grt ovf | `0` |
| Via count of the first global-routing pass | `10390` |
| Rows | `76` |
| Layout cells sized above 1 | `0.04548` |
| Residual DRC | `0` |
| Tcrit/Tclk final | `0.4202` |
| Layout Cell Area excl Fill | `15630 um^2` |
| Syn. warnings | `2` |
| # fillers | `4322` |
| # resized after CTS | `0` |
| Actual slew at the worst max-slew pin | `887.8 ps` |
| DRT Pass-1 Iters | `8` |
| Clock transition at path regs | `70 ps` |
| Core Box Area | `43360 um^2` |
| Launch point of the worst reg-to-reg path | `divuNbit.product[0]` |
| Yosys cell count | `1457` |
| Setup TNS | `0 ps` |
| RR Endpoint | `divuNbit.product[58]` |
| CP Launch Type | `flip-flop` |
| Adders+Majority by Area | `0.06561` |
| Die width | `212.3 um` |
| XOR Share, Synth | `0.1122` |
| WHS | `462.4 ps` |
| Type of the worst setup path | `flip-flop to output pin` |
| Reg2reg setup slack | `14130 ps` |
| Max-cap viol count | `0` |
| Clock Latency Late Sink | `430 ps` |
| Die area | `45090 um^2` |
| Number of enable flip-flop cells | `171` |
| Crit path to | `product[61]` |
| CP startpoint | `divuNbit.product[4]` |
| Post-Syn Area | `13270 um^2` |
| RSZ-0062 raised after global routing | `false` |
| Clock tree sinks | `172` |
| Asr flop ratio synth | `0` |
| Slew HR | `0.4069` |
| Top_reg_cell synth | `edfxtp_1` |
| Postcts setup bufs | `0` |
| Post-Synthesis Cells | `1457` |
| Synth Area in Simple Gates | `0.2016` |
| Mean Syn Cell Area | `9.110 um^2` |
| Synth unique cells | `80` |
| Pwr dens | `213.3 nW/um^2` |
| Hold/Removal Path Class | `flip-flop to flip-flop` |
| Post-DR wirelength/cell | `16.36 um` |
| Yosys top cell by area | `edfxtp_1` |
| Via count | `11090` |
| Peak supply drop | `0.0001141 V` |
| Critical Path RT | `14240 ps` |
| First-pass GRT wire length | `56080 um` |
| FMAX | `0.1337 GHz` |
| CP Capture Type | `output pin` |
| Worst Path Arrival | `3920 ps` |
| Tally of OpenROAD warnings | `25` |
| Total GRT Usage | `0.1632` |
| Max clock buf depth | `2` |
## flip-flops by register name, indices dropped and copies added (netlist names)
name / cells
divuNbit.count: 8
divuNbit.product: 64
divuNbit.save_multiplicand: 64
divuNbit.save_multiplier: 32
divuNbit.state: 2
result_is_minus: 1
state: 1
## cells in the mapped netlist, drive strengths merged (3+ instances only)
cell / n
a211o: 4
a211oi: 10
a21boi: 4
a21o: 28
a21oi: 82
a31oi: 12
a41oi: 3
and2: 39
buf: 20
clkbuf: 50
edfxtp: 171
ha: 68
inv: 26
mux2i: 12
nand2: 175
nand2b: 23
nand3: 26
nand4: 37
nor2: 119
nor2b: 7
nor3: 33
nor3b: 5
nor4: 15
o211ai: 6
o21a: 13
o21ai: 149
o21bai: 16
o31ai: 30
o41ai: 18
or2: 9
or3: 20
or4: 21
xnor2: 106
xor2: 64
## report_power, final
part	switching [mW]	leakage, nW	internal [mW]
combinational	1.14	3.47	0.864
sequential	0.205	1.69	0.775
clock	0.161	0.257	0.193
total	1.50	5.42	1.83
## layout make-up
class | instances | area, um^2 | share of cell area
clock inverter | 12 | 115.1 | 0.007365
timing repair buffer | 145 | 1419 | 0.09079
tap | 585 | 732.0 | 0.04683
sequential | 172 | 5155 | 0.3298
clock buffer | 18 | 429.2 | 0.02746
inverter | 26 | 100.1 | 0.006405
multi-input combinational | 1188 | 7679 | 0.4913
## worst min-delay path by stage
stage         start    end
global route  state  state
finish        state  state
CTS           state  state
## cells by family after synthesis
family,after synthesis
mux,12
compound gates,396
xor+xnor,170
simple gates,541
buf+inv,97
fa+ha+maj,69
flops,172
## per-layer routing
metal,GRT usage,share of wire
met1,0.2528,0.48
met2,0.2466,0.44
met3,0.04118,0.079
met5,0,0
met4,0.01290,0.0080
## through the flow
step	setup WS, ps	total power, mW
after global routing	10020	3.622
after CTS	10230	3.339
after global placement	10350	2.965
after detailed placement	10240	2.971
after floorplan	9292	2.333
final	10320	3.334
## worst max-delay path, cell delays in order, from the launching register on
cell and delay (ps):
edfxtp_1 460, nor4_2 420, or4b_1 620, nor2_1 380, nand2_1 190, nor3_2 220, nand4_1 200, o41ai_2 350
xnor2_1 170, clkdlybuf4s50_1 480
Power and IR drop assume default switching activity.
