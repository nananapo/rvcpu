**/design/flow/run.sh**
```bash
#!/bin/bash
# OpenROAD 26Q1-2900-gdf79404cd8, Yosys 0.63+post, stock flow scripts
make -C /OpenROAD-flow-scripts/flow DESIGN_CONFIG=/design/flow/config.mk WORK_HOME=/design/flow/orfs finish
```
**/design/flow/config.mk**
```make
export PLATFORM = sky130hd
export DESIGN_NAME = ALU_DivNbit
export DESIGN_NICKNAME = ALU_DivNbit
export VERILOG_FILES = /design/flow/design.v
export SDC_FILE = /design/flow/constraint.sdc
export NUM_CORES = 4
export LEC_CHECK = 1
export CORE_UTILIZATION = 30
```
**/design/flow/constraint.sdc**
```tcl
current_design ALU_DivNbit

set clk_period 21.4
set clk_io_pct 0.2

create_clock -name clk0 -period $clk_period [get_ports {clk}]

set non_clock_inputs [all_inputs -no_clocks]
set_input_delay [expr $clk_period * $clk_io_pct] -clock clk0 $non_clock_inputs
set_output_delay [expr $clk_period * $clk_io_pct] -clock clk0 [all_outputs]
```
**/design/flow/design.v**
```verilog
module ALU_DivNbit #(
    parameter SIZE = 32
) (
    input wire  clk,
    input wire  start,
    output wire ready,
    output wire valid,
    input wire                      is_signed,   
    input wire signed [SIZE-1:0]    dividend,    
    input wire signed [SIZE-1:0]    divisor,     
    output logic signed [SIZE-1:0]  quotient,    
    output logic signed [SIZE-1:0]  remainder    
);
typedef logic [SIZE-1:0] UIntS;
typedef enum logic {
    IDLE, WAIT
} statetype;
statetype state = IDLE;
wire error;
logic result_div_is_minus = 0;
logic result_rem_is_minus = 0;
wire UIntS mod_dividend = is_signed ? (dividend > $signed({SIZE{1'b0}}) ? dividend : 0 - dividend) : dividend;
wire UIntS mod_divisor  = is_signed ? (divisor  > $signed({SIZE{1'b0}}) ? divisor  : 0 - divisor)  : divisor;
wire UIntS mod_quotient;
wire UIntS mod_remainder;
assign quotient     = !error & result_div_is_minus ? $signed($signed(0) - $signed(mod_quotient)) : mod_quotient;
assign remainder    = !error & result_rem_is_minus ? $signed($signed(0) - $signed(mod_remainder)) : mod_remainder;
ALU_DivUnsignedNbit #(
    .SIZE(SIZE)
) divuNbit
(
    .clk(clk),
    .start(start),
    .ready(ready),
    .valid(valid),
    .error(error),
    .dividend(mod_dividend),
    .divisor(mod_divisor),
    .quotient(mod_quotient),
    .remainder(mod_remainder)
);
always @(posedge clk) begin
    case (state)
        IDLE: begin
            if (start) begin
                state               <= WAIT;
                result_div_is_minus <= is_signed &
                                        ($signed(dividend) < $signed({SIZE{1'b0}})) != ($signed(divisor) < $signed({SIZE{1'b0}}));
                result_rem_is_minus <= is_signed &
                                        ($signed(dividend) < $signed({SIZE{1'b0}}));
            end
        end
        WAIT: if (valid) state <= IDLE;
    endcase
end
endmodule
module ALU_DivUnsignedNbit #(
    parameter SIZE = 32
) (
    input wire  clk,
    input wire  start,
    output wire ready,
    output wire valid,
    output wire error,
    input wire [SIZE-1:0]   dividend,    
    input wire [SIZE-1:0]   divisor,     
    output logic [SIZE-1:0] quotient,    
    output logic [SIZE-1:0] remainder    
);
typedef enum logic [2:0] {
    IDLE, DONE, DONE_ERROR, FIND_ONE, DIVIDE
} statetype;
statetype state = IDLE;
logic [SIZE-1:0] count;
logic [SIZE + SIZE - 1:0] shifted_divisor;
logic [SIZE-1:0] save_divisor;
assign ready = state == IDLE;
assign valid = state == DONE | state == DONE_ERROR;
assign error = state == DONE_ERROR;
always @(posedge clk) begin
    case (state)
        IDLE: begin
            if (start) begin
                save_divisor    <= divisor;
                if (divisor == 0) begin
                    state       <= DONE_ERROR;
                    remainder   <= dividend;
                    quotient    <= -1;
                end else if (divisor > dividend) begin
                    state       <= DONE;
                    remainder   <= dividend;
                    quotient    <= 0;
                end else begin
                    state       <= DIVIDE;
                    remainder   <= dividend;
                    quotient    <= 0;
                    shifted_divisor[SIZE+SIZE-1]        <= 0;
                    shifted_divisor[SIZE+SIZE-2:SIZE-1] <= divisor;
                    shifted_divisor[SIZE-2:0]           <= 0;
                    count       <= 1 << (SIZE - 1);
                end
            end
        end
        DIVIDE: begin
            if (count == 1)
                state <= DONE;
            if ({{SIZE{1'b0}}, remainder} >= shifted_divisor) begin
                remainder   <= remainder - shifted_divisor[SIZE-1:0];
                quotient    <= quotient | count;
            end
            shifted_divisor <= shifted_divisor >> 1;
            count           <= count >> 1;
        end
        default: state <= IDLE;
    endcase
end
endmodule
```
==> notes.md <==
Purpose: to document the outcome of synthesis and place and route.

Outcome
The run finished with clean final reports.

Clock network
CTS placed an instance of clkbuf_16 at the clock tree root. The post-cts sizing count is 0. The total number of H-tree levels is 4. The total number of clock tree sinks is 165. The post-CTS setup buffer count is 0. The hold-fix buffer count after cts is 0. The buffer depth of the longest clock path is 2. The skew report gives the latency at the later pin of the worst-skew pair as 440 ps.

For reference, the clock transition at the flip-flops on the worst setup and hold paths is 70 ps. TritonCTS built the clock tree. CTS added clock buffers totalling 17.

Worst setup path
STA classifies the critical path startpoint as an input port. Listed in order, past its start point the critical path passes clkdlybuf4s50_1 > inv_1 > ha_1 > nor3b_1 > nand3_1 > nor4_2 > nor2_1 > nor2_1 > xor2_1 > ha_1 > a21o_1 > a21oi_1 > nor2b_1 > a2111oi_0 > a21oi_1 > o31ai_1 > nand3_1 > o21ai_4 > buf_4 > buf_4. The type of destination of the critical path is a flip-flop. The arrival time of the worst setup path is 10350 ps. The biggest cell delay along the critical path is 660 ps. The data required time at the worst endpoint is 21470 ps. The timing report attributes the biggest portion of critical-path delay to simple AND/OR/NAND/NOR gates.

The maximum fanout encountered on the critical timing path is 43. The classification of the worst setup path is input port to flip-flop. The count of buffering cells on the critical path with inverters included is 4. The slowest library cell on the worst path is nor4_2.

Yosys
The yosys stat chip area is 0.0127 mm2. The synthesis report names the predominant flop master as edfxtp_1. The flip-flop and latch count after synthesis is ~170. After synthesis, flip-flops and latches occupy 39.0% of the total area. The share of synthesized area in the top cell type comes to approximately 39%. In this run, the synthesized area fraction spent on xor and xnor cells is recorded as about a tenth.

In the Yosys report the total cell count is approximately 1400. The proportion of register bits with asynchronous set or reset after synthesis is 0%. Counting instances in the post-synthesis netlist gives the leading cell types as edfxtp_1 (164), nor2_1 (143), o21ai_0 (93).

Sorting the synthesized cells by area gives the leading types as edfxtp_1 (39%), ha_1 (6.8%), xnor2_1 (5.7%). Summing every instance area after synthesis gives ~0.013 mm2. The synthesis log from Yosys contains 2 warnings.

The compound-cell area share of the yosys netlist is between 15 and 20%. Each instance of the synthesized netlist takes up on average 9.25 um2. The synthesized netlist handed to floorplanning was reported with a cell count of 1371. The cell-mix breakdown from Yosys lists the simple-gate area share as 21.8%. The most area-hungry cell type in the Yosys netlist is edfxtp_1. The fraction of the mapped netlist area in adder cells is 6.96%. The synthesized netlist contains 72 unique library cells.

For this run the top cell type by instance count after synthesis was edfxtp_1. The top logic cell family in the synthesized netlist is simple AND/OR/NAND/NOR gates. After synthesis, the share of cell area in mux cells is 3.02%. The number of flops mapped to enable cells by yosys is 164.

Pwr
The internal portion of total power is 0.00114 W. Net switching is 40.2% of the power. The power report puts the leakage power at 5.56 nW. The net switching power is about 0.00076 W. Looking at the VDD voltage map, the peak drop is 0.0641 mV. In this run the power density over the cells is 126 mW/mm2. The flow reports that sequential cells draw between 30% and 40% of the design power.

The part of the total power dissipated in combinational logic is 49.5%. The fraction of power consumed by the clock network is 17.0%.

Timing
Across the routed clock network, the largest skew measured is 13.8 ps. For reference, the final report shows the hold violation count at 0. The actual slew at the worst max-slew pin is 877 ps. The maximum frequency from static timing analysis is between 90 and 100 MHz. Per the slew report, the remaining headroom to the max-slew limit stands at between 40% and 50%. The final hold slack is 463 ps.

Setup repair after global routing left no endpoint under its margin. For reference, the final report shows the max-slew violation count at 0. The worst path uses roughly half of the clock period. The post-route setup TNS is 0 ps. The final timing report derives a shortest allowable period of 10280 ps.

The critical path in the final layout is reported with a setup slack of 11120 ps. Setup violations remaining at the end of the flow were counted as 0.

Die
The core region is 0.0413 mm2. The height of the die is 208 um. ~130 I/O pins were placed.

The starting density of the core is 30.7%. The floorplan step defined a die boundary enclosing roughly 0.043 mm2. From left edge to right edge, the die measures 208 um. The site row count is about 74.

Global route
The number of global-route vias before repair is 10394. For this run the aggregate overflow at the end of global routing stands at 0. The wire length of the first global-routing pass is roughly 61000 um. The global routing report lists combined usage of all routing layers as 18.7%. Entering global routing, the biggest net connects 52 pins.

The initial antenna violation count is 3.

Layout
The filler cell count is about 4100. The share of layout cells above drive strength 1 is under 10%. From synthesis to final layout, the design area changed by 19.4%.

Detailed routing
The wire length reported by the detailed router is approximately 39000 um. The detailed router placed 10747 vias in this run. Once detail routing completed, the nets flagged for antenna violations numbered 0.

The script parses the final routing iteration and logs DRC violations as 0. For this run, the script counts the antenna cells in the layout as 0. The wire length per cell after detailed routing is 19.3 um. The first routing iteration left between 800 and 900 violations. The iteration count of the initial detailed-routing pass is 5. The routed design shows a via density per instance of 5.32.

Placed design
Once detailed placement completed, the half-perimeter wirelength came to roughly 30000 um. The count of buffers inserted at the top-level ports is 132. After its last routability iteration, the placer logged a weighted congestion of 0.966. OpenSTA, run right after detailed placement, puts the worst setup slack at 10780 ps.

Worst hold path
The kind of path behind the tightest hold check is flip-flop to flip-flop.

Flow run
The tool flagged a number of max-cap violations equal to 0. The number of warnings reported in the stage logs is 26.
==> placed cells by master (no fill, tap or decap), types with 12 or more instances in the layout <==
cell and instances:
a211oi_1 12, a21o_1 18, a21oi_1 68, and3_1 37, buf_4 19, clkbuf_16 17, clkdlybuf4s50_1 132, edfxtp_1 164
ha_1 69, inv_1 61, mux2_2 18, mux2i_1 18, nand2_1 75, nand2_2 31, nand2b_1 18, nand3_1 30
nand4_1 30, nor2_1 143, nor2b_1 12, nor3_1 35, nor4_1 37, o21ai_0 92, o31ai_1 32, or3_1 30
or4_1 14, xnor2_1 82, xor2_1 55
==> worst register-to-register path, stage by stage, from the launching register on <==
cell and delay (ps):
edfxtp_1 370, inv_1 70, ha_1 230, fa_1 380, nand2b_1 200, a21oi_1 240
o31ai_1 150, a21boi_0 260, o211ai_1 150, nand2_1 150, o21ai_0 180, a31oi_4 630
buf_4 660
==> worst paths after layout <==
kind / start / endpoint / slack, ps / cells past startpoint
worst min register to register: state / state / 460 / 1
worst max-delay path: divisor[0] / divuNbit.shifted_divisor[44] / 11120 / 20
worst min-delay path: state / state / 460 / 1
worst max register to register: divuNbit.remainder[0] / divuNbit.quotient[0] / 17280 / 12
==> kinds of logic (layout without fill, tap and decap cells) <==
group           Yosys count  after routing
xor+xnor                137            137
simple gates            531            531
fa+ha+maj                70             70
flops                   165            165
buf+inv                 128            245
mux                      36             36
compound gates          304            304
==> state kept, by name (all words and copies together), names as in the netlist <==
name                      count
divuNbit.shifted_divisor     63
result_div_is_minus           1
divuNbit.count               32
state                         1
result_rem_is_minus           1
divuNbit.state                3
divuNbit.remainder           32
divuNbit.quotient            32
==> layer usage <==
metal	vias up	GRT usage [%]	routed length, um
li1	5292	-	-
met1	5076	26.8	17300
met2	321	29.8	18100
met3	52	4.26	2500
met4	6	3.81	973
met5	-	0	36
==> metrics by stage <==
stage               instances  power (W)  cell area [um2]  utilization (%)
global route             2020    0.00204            15100             36.7
floorplan                1371    0.00125            12700                -
global placement         1988    0.00158            14500             35.1
CTS                      2020    0.00191            15100             36.7
finish                   2020    0.00190            15100             36.7
detailed placement       1988    0.00158            14500             35.1
==> power by group through the flow <==
stage | Sequential (W) | Combinational (W) | Clock [W]
6_report | 0.000638 | 0.000941 | 0.000323
5_1_grt | 0.000656 | 0.00104 | 0.000340
4_1_cts | 0.000638 | 0.000944 | 0.000327
==> final cells by class <==
cell class                      instances  area, um2  share of cell area, %
Clock buffer                           17        425                   2.81
Clock inverter                         15        209                   1.38
Multi-Input combinational cell       1078       7200                   47.6
Timing Repair Buffer                  151       1460                   9.67
Tap cell                              532        666                   4.40
Inverter                               62        233                   1.54
Sequential cell                       165       4940                   32.7
Power and IR drop assume default switching activity.
